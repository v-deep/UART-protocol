`flow/config.mk`:
```
export PLATFORM = sky130hd
export DESIGN_NAME = uart_transmitter
export DESIGN_NICKNAME = uart_transmitter
export VERILOG_FILES = /design/flow/design.v
export SDC_FILE = /design/flow/constraint.sdc
export NUM_CORES = 4
export LEC_CHECK = 1
export CORE_UTILIZATION = 40
```
`flow/constraint.sdc`:
```
current_design uart_transmitter

set clk_period 6.3
set clk_io_pct 0.2

create_clock -name clk0 -period $clk_period [get_ports {clock_tx}]

set non_clock_inputs [all_inputs -no_clocks]
set_input_delay [expr $clk_period * $clk_io_pct] -clock clk0 $non_clock_inputs
set_output_delay [expr $clk_period * $clk_io_pct] -clock clk0 [all_outputs]
```
`flow/design.v`:
```
module uart_transmitter(tx_start,clock_tx,reset_tx,data_out_tx,data_in_tx);
input [7:0]data_in_tx;
input clock_tx,reset_tx;
input tx_start;
output data_out_tx;
wire w_shift_tx,w_load_tx,w_data_bit_tx,w_parity_bit_tx;
wire [1:0] w_select_tx;
fsm_tx  f1(.clock_tx(clock_tx),.reset_tx(reset_tx),.tx_start(tx_start),.shift_tx(w_shift_tx),
            .load_tx(w_load_tx),.select_tx(w_select_tx));
piso_tx  p1(.clock_tx,.reset_tx(reset_tx),.data_in_tx(data_in_tx),.data_out_tx(w_data_bit_tx),
            .load_tx(w_load_tx),.shift_tx(w_shift_tx));
mux_tx  m1(.data_bit_tx(w_data_bit_tx),.parity_bit_tx(w_parity_bit_tx),.data_output_tx(data_out_tx),
            .select_tx(w_select_tx));
parity_generator_tx  pg1(.parity_out_tx(w_parity_bit_tx),.data_in_tx(data_in_tx),.load_tx(w_load_tx));
endmodule
module piso_tx(clock_tx,reset_tx,data_in_tx,data_out_tx,load_tx,shift_tx);
input [7:0]data_in_tx;
input clock_tx,reset_tx;
input load_tx,shift_tx;
output data_out_tx;
reg [7:0]temp_tx;
always @(posedge clock_tx, negedge reset_tx)
begin
if(!reset_tx)
temp_tx <= 8'b0;
else if(load_tx)
temp_tx <= data_in_tx;
else if(shift_tx)
temp_tx <= {1'b0, temp_tx[7:1]};
end
assign data_out_tx = temp_tx[0];
endmodule
module mux_tx(data_bit_tx,parity_bit_tx,data_output_tx,select_tx);
input [1:0]select_tx;
input data_bit_tx,parity_bit_tx;
output reg data_output_tx;
always @(select_tx,data_bit_tx,parity_bit_tx)
begin
case(select_tx)
2'b00 : data_output_tx = 1'b0;
2'b01 : data_output_tx = data_bit_tx;
2'b10 : data_output_tx = parity_bit_tx;
2'b11 : data_output_tx = 1'b1;
default : data_output_tx = 1'b1;
endcase
end
endmodule
module parity_generator_tx(parity_out_tx,data_in_tx,load_tx);
input [7:0]data_in_tx;
input load_tx;
output reg parity_out_tx;
reg [7:0]temp_parity_tx;
always @(load_tx,data_in_tx)
begin
if(load_tx)
temp_parity_tx = data_in_tx;
else
parity_out_tx = ^(temp_parity_tx);
end
endmodule
module fsm_tx(clock_tx,reset_tx,tx_start,shift_tx,load_tx,select_tx);
input clock_tx,reset_tx;
input tx_start;
output reg [1:0]select_tx;
output reg shift_tx,load_tx;
parameter  [2:0] IDLE_TX = 3'b000, START_BIT_TX = 3'b001, DATA_BIT_TX = 3'b010, PARITY_BIT_TX = 3'b011,
                     STOP_BIT_TX = 3'b100;
reg [2:0] state_tx,next_state_tx;
integer count_tx = 1;
reg go_tx;
always @(posedge clock_tx)
begin
if(go_tx)
count_tx <= count_tx + 1;
else
count_tx <= 1;
end
always @(state_tx,tx_start,count_tx)
begin
case(state_tx)
IDLE_TX : next_state_tx = tx_start ? START_BIT_TX : IDLE_TX;
START_BIT_TX : next_state_tx = DATA_BIT_TX;
DATA_BIT_TX : begin
    go_tx = (count_tx == 8) ? 0 : 1;
    next_state_tx = (count_tx == 8) ? PARITY_BIT_TX : DATA_BIT_TX;
end
PARITY_BIT_TX : next_state_tx = STOP_BIT_TX;
STOP_BIT_TX : next_state_tx = IDLE_TX;
default : next_state_tx = IDLE_TX;
endcase 
end
always @(posedge clock_tx, negedge reset_tx)
begin
    if(!reset_tx)
    state_tx <= IDLE_TX;
    else
    state_tx <= next_state_tx;
end
always @(state_tx)
begin
if(state_tx == IDLE_TX)
begin
    select_tx = 2'b11;
    shift_tx = 0;
    load_tx = 0;
end
else if(state_tx == START_BIT_TX)
begin
    select_tx = 2'b00;
    shift_tx = 0;
    load_tx = 1;
end
else if(state_tx == DATA_BIT_TX)
begin
    select_tx = 2'b01;
    shift_tx = 1;
    load_tx = 0;
end
else if(state_tx == PARITY_BIT_TX)
begin
    select_tx = 2'b10;
    shift_tx = 0;
    load_tx = 0;
end
else if(state_tx == STOP_BIT_TX)
begin
    select_tx = 2'b11;
    shift_tx = 0;
    load_tx = 0;
end
else
begin
    select_tx = 2'b11;
    shift_tx = 0;
    load_tx = 0;
end
end
endmodule
```
`flow/run.sh`:
```
#!/bin/bash
# OpenROAD 26Q1-2900-gdf79404cd8, Yosys 0.63+post, stock flow scripts
make -C /OpenROAD-flow-scripts/flow DESIGN_CONFIG=/design/flow/config.mk WORK_HOME=/design/flow/orfs finish
```
==> results.toml <==
# synthesis and place-and-route metrics
[pwr]
ir_worst_vdd_v = 0.000107
p_total_uw = 519
p_per_area_nw_per_um2 = 197
p_leak_nw = 0.932

[sta]
max_freq_mhz = 340
untimed_endpoints = 10
worst_slew_pin_slew_ns = 0.590
unclocked_pins = 10
hold_viol = 0
max_slew_margin = 0.605
worst_slack_ns = 3.36
rsz0062_at_grt = "false"
fin_setup_tns_ns = 0
setup_viol = 0
holdWs_ns = 0.385
finalCritPeriodShare = 0.467
fin_worst_skew_ns = 0.00500
timing.final.max_slew_violations = 0
period_minus_slack_ns = 2.94

[floorplanning]
die_w_um = 79.0
core_area_sq_um = 5610
io_pins = 12
placement_rows = 27
die-area_sq_um = 6240
die_height_um = 79.0
fp_util = 0.423

[placed_design]
place.gp.congestion = 0.783
place_hpwl_um = 2980
port-buffer-count = 11
place_ws_ns = 3.67
dp_cells = 329
dpl-instance-area_sq_um = 2510

[clocking]
cts_tree = "yes"
cts.htree.levels = 2
cts_resized = 0
cts_buffers = 5
hold_buffers = 0
cts_root_buffer = "clkbuf_8"
clk_latency_ns = 0.29
clk_path_buf_depth = 2
cts_setup_buffers = 0
clkTransAtPathRegs_ns = 0.08

[yosys]
synth_top_cell_by_count = "dfxtp_1"
synthCells = 257
yosys_cells = 257
common_cells = "32 x dfxtp_1, 18 x a21oi_1, 18 x nand2_1"
yosys.area_share.adder = 0.0105
edf_count = 0
mux_area_frac = 0.00422
yosysTopAreaCellShare = 0.270
topCellsByArea = "dfxtp_1 27%, dfrtp_1 13%, dlxtp_1 5.7%"
syn_area_per_cell_sq_um = 9.23
ys.flop_type = "dfxtp_1"
ys_sh_aoi = 0.163
async_reset_ff_frac = 0.236
netlist_area_sq_um = 2370
netlist_logic_family_top = "simple AND/OR/NAND/NOR gates"
top_area_cell = "dfxtp_1"
yosys_warnings = 4
ys_area_sq_um = 2370
xor_share = 0.0665
synth_flops = 55
synth_cell_types = 41
simple_gate_area_frac = 0.241

[outcome]
outcome = "finished clean"

[critical_path]
cp.arrival_ns = 1.68
crit_family = "buffers and inverters"
path_max_fanout = 11
r2r_setup_slack_ns = 3.99
crit_chain = "inv_1 > o22ai_1 > o21bai_1 > clkdlybuf4s50_1"
end_kind = "output port"
max_stage_delay_ns = 0.47
startpoint_type = "flop"
critical_path_required_ns = 5.04
worstSetupPathType = "flop to output port"
crit_buf_inv = 2
crit_slowest_cell = "clkdlybuf4s50_1"

[routing]
antenna_cells = 0
wl_per_cell_um = 13.2
antenna_left = 0
drtIter0Drc = 111
drc = 0
via_per_inst = 5.54
drt-total-wl_um = 4450
dr.pass1.iters = 4
vias = 1866

[worst_hold_path]
hold_path_class = "flop to flop"

[cells_and_area]
fin_area_sq_um = 2630
drive_above_1_share = 0.0679
syn_to_final_growth_pct = 11.0
final_cells = 337
final_core_util = 0.470

[global_routing]
grt_use_total = 0.149
antenna_found_initial = 0
grt_pass1_vias = 1634
grt_pass1_wl_um = 7400
grt_max_degree = 25
overflow = 0

[run]
max-cap-violations = 0
warnings = 26
## routing by layer
metal  vias up  share of wire  track usage
met5         -              0            0
met3         2          0.030       0.0210
li1        975              -            -
met1       870           0.53        0.249
met2        19           0.43        0.220
met4         0         0.0052       0.0145
## registers in the layout, summed over array words and instances (netlist names)
name,flops
pg1.parity_out_tx,1
p1.temp_tx,8
pg1.temp_parity_tx,8
f1.count_tx,32
f1.state_tx,5
f1.go_tx,1
## worst paths after layout
kind                                 from              end  cells past startpoint
max                        f1.state_tx[2]      data_out_tx                      4
min                        f1.state_tx[4]   f1.state_tx[1]                      0
max reg2reg                f1.count_tx[0]  f1.count_tx[22]                      5
min reg2reg                f1.state_tx[4]   f1.state_tx[1]                      0
max in group asynchronous        reset_tx    p1.temp_tx[7]                      1
min in group asynchronous        reset_tx   f1.state_tx[1]                      1
## where the power goes
group	switching [mW]	internal [mW]
registers	0	0.286
logic	0.00314	0.00549
clock network	0.0956	0.129
total	0.0987	0.420
## kinds of logic after synthesis
group | count (synthesis)
AND/OR/NAND/NOR | 98
AND-OR/OR-AND | 62
flip-flops | 45
buffers and inverters | 21
XOR/XNOR | 18
latches | 10
adder cells (fa/ha/maj) | 2
multiplexers | 1
## layout by cell type, fill, tap and decap left out, types with 4 or more instances in the layout
cell type,n
o31ai_1,10
dfrtp_1,12
nand2_1,18
a22oi_1,14
a21oi_1,18
nor3_1,4
nand4_1,11
xnor2_1,13
and4_1,4
nor2_1,15
or3_1,6
dfxtp_1,32
clkdlybuf4s50_1,11
clkbuf_8,6
or4_1,12
nand3_1,7
dlxtp_1,9
xor2_1,5
nor4_1,10
inv_1,8
o21ai_0,14
## final cells by class
cell class	count	area, sq um
clock buffers	6	82.6
clock inverters	2	37.5
fillers	541	2970
inverters	8	30.0
multi-input cells	181	1150
flip-flops and latches	55	1120
well taps	72	90.1
repair buffers	13	125
Power figures rest on the tool's default switching activity, not on a simulated workload.
