<file path="/design/flow/run.sh">
#!/bin/bash
# OpenROAD 26Q1-2900-gdf79404cd8, Yosys 0.63+post, stock flow scripts
make -C /OpenROAD-flow-scripts/flow DESIGN_CONFIG=/design/flow/config.mk WORK_HOME=/design/flow/orfs finish
</file>
<file path="/design/flow/config.mk">
export PLATFORM = sky130hd
export DESIGN_NAME = baud_generate_rx
export DESIGN_NICKNAME = baud_generate_rx
export VERILOG_FILES = /design/flow/design.v
export SDC_FILE = /design/flow/constraint.sdc
export NUM_CORES = 4
export LEC_CHECK = 1
export CORE_UTILIZATION = 40
</file>
<file path="/design/flow/constraint.sdc">
current_design baud_generate_rx

set clk_period 6.3
set clk_io_pct 0.2

create_clock -name clk0 -period $clk_period [get_ports {clock}]

set non_clock_inputs [all_inputs -no_clocks]
set_input_delay [expr $clk_period * $clk_io_pct] -clock clk0 $non_clock_inputs
set_output_delay [expr $clk_period * $clk_io_pct] -clock clk0 [all_outputs]
</file>
<file path="/design/flow/design.v">
module baud_generate_rx(clock, rx_sel, baud_rx_out);
input clock;
input [1:0]rx_sel;
output reg baud_rx_out;
wire baud_tick_115200bps, baud_tick_38400bps, baud_tick_19200bps, baud_tick_9600bps;
integer count1=0;
integer count2=0;
integer count3=0;
integer count4=0;
always@(posedge clock)
if(count1<68)
count1<=count1+1;
else
count1<=1;
assign baud_tick_115200bps=(count1<35)?1:0;
always@(posedge clock)
if(count2<208)
count2<=count2+1;
else
count2<=1;
assign baud_tick_38400bps =(count2<105)?1:0;
always@(posedge clock)
if(count3<416)
count3<=count3+1;
else
count3<=1;
assign baud_tick_19200bps =(count3<209)?1:0;
always@(posedge clock)
if(count4<832)
count4<=count4+1;
else
count4<=1;
assign baud_tick_9600bps =(count4<417)?1:0;
always@(rx_sel, baud_tick_115200bps, baud_tick_38400bps, baud_tick_19200bps, baud_tick_9600bps)
begin
case(rx_sel)
2'b00 : baud_rx_out = baud_tick_115200bps;
2'b01 : baud_rx_out = baud_tick_38400bps;
2'b10 : baud_rx_out = baud_tick_19200bps;
2'b11 : baud_rx_out = baud_tick_9600bps;
endcase
end
endmodule
</file>
==> changes_impl.md <==
### Physical design

* Fin worst setup slack at about 2.2 ns
* Worst-skew pair later-pin latency at approximately 0.42 ns
* Worst r2r src: count4[24]
* Maximum fanout along the worst path at 5
* Post-route insts no fill at a little over 900
* Final period util at 0.653
* CP arrival at between 2 and 3 ns
* I/O pin count at 4
* Fp util at 0.410
* Share of cells above drive strength 1 at 0.0733
* Flop-to-flop setup slack at around 4.2 ns
* Post-route antenna net violation count at 0
* Die Width at around 120 um
* Placed Instance Area at approximately 6000 um^2
* Critical Path RT at between 5 and 6 ns
* Clock Sinks at approximately 130
* Syn_area_per_cell at 8.40 um^2
* Startpoint class of the critical path: flop
* Util after Layout at 0.469
* Tool Warnings at 28
* Yosys stat chip area at around 6000 um^2
* Total Routed Length at 11300 um
* Fmax at approximately 240 MHz
* EDFF count, synth at 0
* Post-synthesis cell count at ~700
* Post-Route Skew at roughly 0.0067 ns
* Global-route wire length before repair at approximately 19000 um
* Via density per instance at 5.10
* Yosys warns at 1
* Slew margin rel. at 0.484
* GRT overflow at 0
* RD Place Congestion at 0.778
* Post-synth top cells: nor2_1 (132), dfxtp_1 (128), xnor2_1 (73), nand3_1 (48), nor4_1 (47)
* Startpoint of the worst hold path: count1[0]
* Main flop type after synthesis: dfxtp_1
* Worst slack, placed at ~2.2 ns
* Area leader, netlist: dfxtp_1
* TritonCTS clock tree: done
* Comb gate area at 3190 um^2
* Die height at between 100 and 150 um
* Count leader, synth: nor2_1
* Tightest Pin Transition at slightly below 0.8 ns
* Post-cts resize count at 0
* Antenna Cells at 0
* Clock buffer count from CTS at 17
* Type of the tightest min-delay check: reg -> reg
* Worst Hold Path EP: count1[0]
* Post-route DRC at 0
* Inst Count DP at 875
* Number of max-cap violations at 0
* Hold-fix buffers, CTS at 0
* Reg-to-reg critical path endpoint: count4[17]
* Core Area at approximately 15000 um^2
* Via count of the first global-routing pass at 4137
* Row cnt at about 44
* Post-CTS Setup Bufs at 0
* Area growth from synthesis to layout at 14.3%
* Leakage power at around 2.4 nW
* Vias after detailed routing at around 4.6k
* Maximum number of pins on one net before global-route repair at 29
* RSZ-0062 raised after global routing: no
* Antenna violations before repair at 0
* Fillers at 1327
* Cell Type Count at between 40 and 50
* Cell area leaders: dfxtp_1 (43%), xnor2_1 (11%), nor2_1 (8.3%)
* Total track usage at 0.152
* Tot Pwr at 1.89 mW
* Reg2Reg Depth at 5
* WHS at just over 0.4 ns
* Drt pass-1 iters at 4
* Setup TNS at 0 ns
* Status: complete, no violations
* Max Buffers Root-to-Sink at 2
* Root buf cell: clkbuf_16
* Final setup viols at 0
* Crit path capture type: primary output
* H-tree depth at 4
* Sequential Area at ~2600 um^2
* Post-synth ARST share at 0
* Drt wl/cell at roughly 12 um
* Yosys reg bits at ~130
* Worst-path clk slew at roughly 0.060 ns
* Register area share after synthesis at 0.430
* CP Class: reg -> out
* Worst hold stages at 1
* HPWL Detailed at between 7000 and 8000 um
* Final instance area at 6820 um^2
* Fin. Hold Viols at 0
* Synth Cell Area at 5970 um^2
* Yosys Instances at just over 700
* Final Max Slew Viols at 0
* DRT iter0 DRCs at about 280
* Top-area cell type share of the netlist area at 0.430
* Die Area at approximately 15000 um^2
* Number of port buffers at 3
* Pwr Density at 277 nW/um^2
* Peak supply drop at 0.174 mV
* Final min period at between 4 and 5 ns
==> per-layer routing <==
layer | GRT usage | wire length [um] | vias up
met3 | 0.0318 | 305 | 11
met5 | 0 | 0 | -
met2 | 0.240 | 5010 | 34
met1 | 0.225 | 5870 | 2136
met4 | 0.0201 | 143 | 0
li1 | - | - | 2441
==> sequential cells by signal, summed over array words and instances, names as in the netlist <==
register,count
count1,32
count2,32
count3,32
count4,32
==> critical path: stages (launching register included) <==
cell,delay (ns)
dfxtp_1,0.32
ha_1,0.26
or4_1,0.41
a2111oi_0,0.66
o21ai_0,0.15
o41ai_1,0.11
clkdlybuf4s50_1,0.53
==> cells in the final DEF, fill, tap and decap left out, drive strengths merged, types with 13 or more instances in the layout <==
| cell | count |
|---|---|
| nor2 | 137 |
| dfxtp | 128 |
| xnor2 | 73 |
| nand3 | 49 |
| nor4 | 48 |
| xor2 | 41 |
| nand2 | 33 |
| inv | 31 |
| nor3 | 31 |
| nand4 | 26 |
| clkbuf | 19 |
| and3 | 15 |
| and4 | 13 |
==> cell type report <==
type,count,area share
Multi-Input combinational cell,524,0.468
Sequential cell,128,0.376
Clock buffer,19,0.0650
Tap cell,184,0.0338
Clock inverter,13,0.0310
Inverter,31,0.0171
Timing Repair Buffer,8,0.00991
==> worst max path at each step <==
stage             end  cells after the start       from  slack (ns)
5_1_grt   baud_rx_out                      6  count1[0]        1.96
6_report  baud_rx_out                      6  count1[0]        2.18
4_1_cts   baud_rx_out                      8  count4[0]        2.12
==> power by group <==
group / internal, mW / total (mW) / switching, mW
Combinational: 0.00249 / 0.00401 / 0.00151
Clock: 0.712 / 1.07 / 0.362
Sequential: 0.810 / 0.810 / 0
==> logic make-up after synthesis <==
| logic type | after synthesis | synth area share |
|---|---|---|
| xor gates and xnor gates | 114 | 0.167 |
| DFF | 128 | 0.430 |
| adders and majority gates | 7 | 0.0147 |
| and+or+nand+nor | 376 | 0.320 |
| buffers and inverters | 58 | 0.0386 |
| AOI/OAI and AO/OA | 27 | 0.0296 |
Power and IR drop assume default switching activity.
