`/design/flow/design.v`:
```
module baud_generate_tx(clock, tx_sel, baud_tx_out);
input clock;
input [1:0]tx_sel;
output reg baud_tx_out;
wire baud_tick_115200bps, baud_tick_38400bps, baud_tick_19200bps, baud_tick_9600bps;
integer count1=0;
integer count2=0;
integer count3=0;
integer count4=0;
always@(posedge clock)
if(count1<86)
count1<=count1+1;
else
count1<=1;
assign baud_tick_115200bps=(count1<44)?1:0;
always@(posedge clock)
if(count2<260)
count2<=count2+1;
else
count2<=1;
assign baud_tick_38400bps =(count2<131)?1:0;
always@(posedge clock)
if(count3<520)
count3<=count3+1;
else
count3<=1;
assign baud_tick_19200bps =(count3<261)?1:0;
always@(posedge clock)
if(count4<1042)
count4<=count4+1;
else
count4<=1;
assign baud_tick_9600bps =(count4<522)?1:0;
always@(tx_sel, baud_tick_115200bps, baud_tick_38400bps, baud_tick_19200bps, baud_tick_9600bps)
begin
case(tx_sel)
2'b00 : baud_tx_out = baud_tick_115200bps;
2'b01 : baud_tx_out = baud_tick_38400bps;
2'b10 : baud_tx_out = baud_tick_19200bps;
2'b11 : baud_tx_out = baud_tick_9600bps;
endcase
end
endmodule
```
`/design/flow/run.sh`:
```
#!/bin/bash
# OpenROAD 26Q1-2900-gdf79404cd8, Yosys 0.63+post, stock flow scripts
make -C /OpenROAD-flow-scripts/flow DESIGN_CONFIG=/design/flow/config.mk WORK_HOME=/design/flow/orfs finish
```
`/design/flow/config.mk`:
```
export PLATFORM = sky130hd
export DESIGN_NAME = baud_generate_tx
export DESIGN_NICKNAME = baud_generate_tx
export VERILOG_FILES = /design/flow/design.v
export SDC_FILE = /design/flow/constraint.sdc
export NUM_CORES = 4
export LEC_CHECK = 1
export CORE_UTILIZATION = 50
```
`/design/flow/constraint.sdc`:
```
current_design baud_generate_tx

set clk_period 3.8
set clk_io_pct 0.2

create_clock -name clk0 -period $clk_period [get_ports {clock}]

set non_clock_inputs [all_inputs -no_clocks]
set_input_delay [expr $clk_period * $clk_io_pct] -clock clk0 $non_clock_inputs
set_output_delay [expr $clk_period * $clk_io_pct] -clock clk0 [all_outputs]
```
==> results_slide.txt <==
Implementation Results

Final timing
  – Unrepaired setup endpoints after global routing: no
  – Final Hold Fails: 0
  – Final setup viols: 0
  – Final setup TNS: 0 ps
  – Slew @ Worst Pin: 770 ps
  – Crit share post-route: 0.882
  – Peak Freq: 0.298 GHz
  – Tmin final: 3350 ps
  – Clock skew: 5.26 ps
  – Max-slew headroom: 0.484
  – Slew Viols, Final: 0

Critical path
  – Startpoint Class: register
  – Worst EP required: 3040 ps
  – WP data arrival: 2590 ps
  – Reg2reg end: count4[30]
  – Worst Setup SP: count3[6]
  – Worst reg-to-reg setup slack: 1640 ps
  – Crit path max fanout: 4
  – Critical path class: reg2out
  – Setup crit end: baud_tx_out
  – RR Startpoint: count4[1]
  – Critical Path Sink Type: output pin
  – Worst Reg-to-Reg Cells: 6

Job
  – Tool warnings: 26
  – Max_cap viols: 0

Power
  – Switching Fraction: 0.195
  – Internal: 2210 uW
  – Cell Pwr Density: 411 mW/mm^2
  – LEAKAGE: 0.00260 uW
  – Clock power share: 0.509
  – Comb pwr share: 0.003
  – Total Power: 2750 uW
  – VDD IR-drop max: 0.355 mV
  – Seq pwr share: 0.489
  – Net Switching: 536 uW

Clocking
  – Post-CTS resize count: 0
  – CTS Buffer Depth: 2
  – Post-CTS setup buffer count: 0
  – Clock Pin Slew Worst Setup and Hold Paths: 50 ps
  – Total CTS buffers: 17
  – Hold Buf Count CTS: 0
  – H-tree levels: 4
  – CTS root buf: clkbuf_16
  – Clk latency of the worst-skew pair: 400 ps
  – CTS Sinks: 128
  – CTS tree: done

Synthesis
  – Mapped Cells: 699
  – Avg Inst Size Synth: 8.61 sq um
  – Yosys cell types: 42
  – Yosys stat cell total: 699
  – Yosys Chip Area: 0.00602 sq mm
  – Post-synth regs: 128
  – Synth Warn #: 1
  – Number of enable flip-flop cells: 0
  – Post-synthesis sequential area ratio: 0.426
  – Main flop type after synthesis: dfxtp_1
  – Asr flop ratio synth: 0
  – Post-Syn Area: 0.00602 sq mm

Die
  – Row cnt: 39
  – Chip Width: 112 um
  – Core Region: 0.0116 sq mm
  – Fp_density: 0.520
  – Die area: 0.0125 sq mm
  – I/O Pins: 4
  – Height of the die: 112 um

Place
  – Placed Instances: 827
  – HPWL Detailed: 7490 um
  – Gpl congestion: 0.831
  – Port Buffers: 3

Detailed routing
  – Routed vias/inst: 5.44
  – Total number of vias: 4660
  – Post-route ant nets: 0
  – Initial drt markers: 275
  – WL met2: 4980 um
  – Routed WL: 11400 um
  – Antenna diodes: 0
  – Top Metal Used: met4
  – Met1 WL: 5720 um
  – # DRC: 0
  – DR pass1 iterations: 21
  – Met3 WL: 558 um
  – Mean routed wirelength per cell: 13.3 um

GRT
  – Largest net degree at the start of global routing: 32
  – First-pass GRT wire length: 20100 um
  – Overflow after GRT: 0
  – Initial antenna violation count: 0
  – Vias in the first global route: 4429
  – GRT Total Usage: 0.200

Worst hold path
  – Worst min path class: reg2reg

Run status
  – Outcome: finished, final reports clean

Cells and area
  – Share of cells above drive strength 1: 0.0798
  – Syn-to-layout area delta: 11.1%
  – Non-Filler Instances: 857
-- routing by layer --
| metal | vias to the layer above | GRT usage |
|---|---|---|
| met5 | - | 0 |
| met4 | 0 | 0.0279 |
| met3 | 12 | 0.0471 |
| met2 | 66 | 0.299 |
| met1 | 2157 | 0.311 |
| li1 | 2425 | - |
-- critical path: stages, from the launching register on --
cell	delay, ps
dfxtp_1	330
or4_1	540
a211o_1	280
a21oi_1	150
a21oi_1	90
o31ai_1	250
clkdlybuf4s50_1	550
-- cell families (layout without fill, tap and decap cells) --
group                    count (synthesis)  after routing  share of synthesized area
AND/OR/NAND/NOR                        379            379                      0.336
AND-OR/OR-AND                           32             32                     0.0333
buffers and inverters                   42             57                     0.0301
XOR/XNOR                               113            113                      0.164
flip-flops                             128            128                      0.426
adder cells (fa/ha/maj)                  5              5                     0.0104
-- power groups by stage --
stage	registers, uW	clock network [uW]	logic (uW)
final	1340	1400	7.61
after global routing	1340	1510	9.08
after CTS	1340	1440	7.87
-- synth_stat cells, drive strengths merged (2+ instances only) --
cell type | instances | share of area
buf | 14 | 0.013
inv | 18 | 0.011
xnor2 | 49 | 0.071
nand2b | 4 | 0.0042
nor2b | 5 | 0.0052
o31ai | 3 | 0.0037
nor4 | 34 | 0.043
nand2 | 43 | 0.027
nor2 | 135 | 0.085
and4 | 15 | 0.022
o21ai | 8 | 0.0067
and2 | 9 | 0.0094
ha | 5 | 0.010
a21o | 2 | 0.0025
dfxtp | 128 | 0.43
nor3 | 20 | 0.021
a21oi | 10 | 0.0083
and3 | 21 | 0.022
or3 | 3 | 0.0031
o31a | 2 | 0.0029
nand3 | 39 | 0.034
nand4 | 44 | 0.052
clkbuf | 10 | 0.0062
or4 | 4 | 0.0050
a31oi | 2 | 0.0021
xor2 | 64 | 0.093
-- placed cells by master, fill, tap and decap left out, types with 15 or more instances in the layout --
| master | count |
|---|---|
| nor2_1 | 133 |
| dfxtp_1 | 128 |
| xor2_1 | 64 |
| xnor2_1 | 49 |
| nand2_1 | 43 |
| nand4_1 | 41 |
| nand3_1 | 37 |
| nor4_1 | 28 |
| and3_1 | 21 |
| inv_1 | 18 |
| clkbuf_16 | 17 |
| nor3_1 | 15 |
| and4_1 | 15 |
-- final cells by class --
cell class                 count  area, sq um
tap                          143          179
clock inverter                 8         40.0
timing repair buffer           9         75.1
sequential                   128         2560
inverter                      18         67.6
clock buffer                  22          474
fill                        1013         4880
multi-input combinational    529         3290
-- worst min-delay path by stage --
stage                 startpoint         to  slack (ps)  depth (start not counted)
final                  count1[0]  count1[0]         420                          1
after global routing   count1[0]  count1[0]         440                          1
after CTS              count2[0]  count2[0]         420                          1
-- state kept, by name, indices dropped and copies added, names as in the netlist --
signal and cells:
count1 32, count2 32, count3 32, count4 32
-- stage by stage --
step | utilization | cell area (sq um) | hold WS, ps | setup slack (ps)
2_1_floorplan | - | 6020 | 383 | 1570
3_3_place_gp | 0.534 | 6170 | 397 | 769
3_5_place_dp | 0.534 | 6170 | 404 | 760
4_1_cts | 0.578 | 6690 | 420 | 382
5_1_grt | 0.578 | 6690 | 439 | 151
6_report | 0.578 | 6690 | 415 | 447
No activity file was given, so power comes from the tool's default toggle rates.
